==> ./design.v <==
module AdaptiveNoiseCanceller
#(DATA_BUS_SIZE = 12)
(
    input logic clock,
    input logic reset,
    input logic sigEnable,
    input logic signed[DATA_BUS_SIZE-1:0] signalChannel_I,
    input logic signed[DATA_BUS_SIZE-1:0] signalChannel_Q,
    input logic signed[DATA_BUS_SIZE-1:0] noiseChannel_I,
    input logic signed[DATA_BUS_SIZE-1:0] noiseChannel_Q,
    output logic signed[DATA_BUS_SIZE-1:0] result_I,
    output logic signed[DATA_BUS_SIZE-1:0] result_Q
);
    localparam TAPS = 3;
    localparam SIGNAL_CHANNEL_DELAY = 2;
    logic signed[DATA_BUS_SIZE-1:0] signalChannel_I_delay[SIGNAL_CHANNEL_DELAY], signalChannel_Q_delay[SIGNAL_CHANNEL_DELAY];
    always_ff @(posedge clock or posedge reset)
        if(reset)
        begin
            for(int i = 0; i < SIGNAL_CHANNEL_DELAY; ++i)
            begin
                signalChannel_I_delay[i] <= '0;
                signalChannel_Q_delay[i] <= '0;
            end
        end
        else if(sigEnable)
        begin
            for(int i = 0; i < SIGNAL_CHANNEL_DELAY; ++i)
            begin
                signalChannel_I_delay[i] <= i ? signalChannel_I_delay[i-1] : signalChannel_I;
                signalChannel_Q_delay[i] <= i ? signalChannel_Q_delay[i-1] : signalChannel_Q;
            end
        end
    logic signed[DATA_BUS_SIZE-1:0] newCoefficient_I[TAPS];
    logic signed[DATA_BUS_SIZE-1:0] newCoefficient_Q[TAPS];
    logic signed[DATA_BUS_SIZE-1:0] currentCoefficient_I[TAPS];
    logic signed[DATA_BUS_SIZE-1:0] currentCoefficient_Q[TAPS];
    genvar i;
    generate for(i = 0; i < TAPS; ++i)
    begin : RecycleCoeffs
        assign currentCoefficient_I[i] = newCoefficient_I[i];
        assign currentCoefficient_Q[i] = newCoefficient_Q[i];
    end
    endgenerate
    logic signed[DATA_BUS_SIZE-1:0] filtered_I, filtered_Q;
    ComplexFIR #(.DATA_BUS_SIZE(DATA_BUS_SIZE), .TAPS(TAPS)) fir_inst
    (
        .clock(clock),
        .reset(reset),
        .sigEnable(sigEnable),
        .firCoefficient_I(currentCoefficient_I),
        .firCoefficient_Q(currentCoefficient_Q),
        .signal_I(noiseChannel_I),
        .signal_Q(noiseChannel_Q),
        .filtered_I(filtered_I),
        .filtered_Q(filtered_Q)
    );
    logic signed[DATA_BUS_SIZE-1:0] error_I, error_Q;
    assign error_I = signalChannel_I_delay[SIGNAL_CHANNEL_DELAY-1] - filtered_I;
    assign error_Q = signalChannel_Q_delay[SIGNAL_CHANNEL_DELAY-1] - filtered_Q;
    CoefficientAdaptation #(.DATA_BUS_SIZE(DATA_BUS_SIZE), .TAPS(TAPS), .NORMALIZATION_CONST(32)) adapter_inst
    (
        .clock(clock),
        .reset(reset),
        .sigEnable(sigEnable),
        .currentCoefficient_I(currentCoefficient_I),
        .currentCoefficient_Q(currentCoefficient_Q),
        .signal_I(noiseChannel_I),
        .signal_Q(noiseChannel_Q),
        .error_I(error_I),
        .error_Q(error_Q),
        .newCoefficient_I(newCoefficient_I),
        .newCoefficient_Q(newCoefficient_Q)
    );
    always_ff @(posedge clock or posedge reset)
        if(reset)
        begin
            result_I <= '0;
            result_Q <= '0;
        end
        else if(sigEnable)
        begin
            result_I <= error_I;
            result_Q <= error_Q;
        end
endmodule
module CoefficientAdaptation
#(DATA_BUS_SIZE = 11, TAPS = 3, NORMALIZATION_CONST = 3)
(
    input logic clock,
    input logic reset,
    input logic sigEnable,
    input logic signed[DATA_BUS_SIZE-1:0] currentCoefficient_I[TAPS],
    input logic signed[DATA_BUS_SIZE-1:0] currentCoefficient_Q[TAPS],
    input logic signed[DATA_BUS_SIZE-1:0] signal_I,
    input logic signed[DATA_BUS_SIZE-1:0] signal_Q,
    input logic signed[DATA_BUS_SIZE-1:0] error_I,
    input logic signed[DATA_BUS_SIZE-1:0] error_Q,
    output logic signed[DATA_BUS_SIZE-1:0] newCoefficient_I[TAPS],
    output logic signed[DATA_BUS_SIZE-1:0] newCoefficient_Q[TAPS]
);
    const logic signed[DATA_BUS_SIZE-1:0] normalizationConst = DATA_BUS_SIZE'(NORMALIZATION_CONST);
    logic signed[DATA_BUS_SIZE-1:0] delay_I[TAPS];
    logic signed[DATA_BUS_SIZE-1:0] delay_Q[TAPS];
    genvar i;
    generate for(i = TAPS; i > 0; --i)
    begin : DelayLine
        always_ff @(posedge clock or posedge reset)
            if(reset)
            begin
                delay_I[i-1] <= '0;
                delay_Q[i-1] <= '0;
            end
            else if(sigEnable)
            begin
                delay_I[i-1] <= (i == TAPS) ? signal_I : delay_I[i];
                delay_Q[i-1] <= (i == TAPS) ? signal_Q : delay_Q[i];
            end
    end
    endgenerate
    logic signed[DATA_BUS_SIZE-1:0] renormedError_I;
    logic signed[DATA_BUS_SIZE-1:0] renormedError_Q;
    assign renormedError_I = DATA_BUS_SIZE'(normalizationConst * error_I / 2**10);
    assign renormedError_Q = DATA_BUS_SIZE'(normalizationConst * error_Q / 2**10);
    logic signed[DATA_BUS_SIZE-1:0] increment_I[TAPS];
    logic signed[DATA_BUS_SIZE-1:0] increment_Q[TAPS];
    generate for(i = 0; i < TAPS; ++i)
    begin : AdaptMults
        ComplexMultiplyer #(.B_CONJUGATE(1), .DATA_BUS_SIZE(DATA_BUS_SIZE)) coeffmul_inst
        (
            .re_A(delay_I[i]),
            .im_A(delay_Q[i]),
            .re_B(renormedError_I),
            .im_B(renormedError_Q),
            .re_R(increment_I[i]),
            .im_R(increment_Q[i])
        );
    end
    endgenerate
    generate for(i = 0; i < TAPS; ++i)
    begin : NewCoeff
        always_ff @(posedge clock or posedge reset)
            if(reset)
            begin
                newCoefficient_I[i] <= '0;
                newCoefficient_Q[i] <= '0;
            end
            else 
            if(sigEnable)
            begin
                newCoefficient_I[i] <= currentCoefficient_I[i] + increment_I[i];
                newCoefficient_Q[i] <= currentCoefficient_Q[i] + increment_Q[i];
            end
    end
    endgenerate
endmodule
module ComplexFIR
#(DATA_BUS_SIZE = 11, TAPS = 3)
(
    input logic clock,
    input logic reset,
    input logic sigEnable,
    input logic signed[DATA_BUS_SIZE-1:0] firCoefficient_I[TAPS],
    input logic signed[DATA_BUS_SIZE-1:0] firCoefficient_Q[TAPS],
    input logic signed[DATA_BUS_SIZE-1:0] signal_I,
    input logic signed[DATA_BUS_SIZE-1:0] signal_Q,
    output logic signed[DATA_BUS_SIZE-1:0] filtered_I,
    output logic signed[DATA_BUS_SIZE-1:0] filtered_Q
);
    logic signed[DATA_BUS_SIZE-1:0] filterTap_I[TAPS];
    logic signed[DATA_BUS_SIZE-1:0] filterTap_Q[TAPS];
    logic signed[DATA_BUS_SIZE-1:0] mul_re[TAPS];
    logic signed[DATA_BUS_SIZE-1:0] mul_im[TAPS];
    genvar i;
    generate for(i = 0; i < TAPS; ++i)
    begin : FirMults
        ComplexMultiplyer #(.B_CONJUGATE(1), .DATA_BUS_SIZE(DATA_BUS_SIZE)) cmult_inst
        (
            .re_A(signal_I),
            .im_A(signal_Q),
            .re_B(firCoefficient_I[i]),
            .im_B(firCoefficient_Q[i]),
            .re_R(mul_re[i]),
            .im_R(mul_im[i])
        );
    end
    endgenerate
    generate for(i = 0; i < TAPS; ++i)
    begin : DelayLine
        always_ff @(posedge clock or posedge reset)
            if(reset)
            begin
                filterTap_I[i] <= '0;
                filterTap_Q[i] <= '0;
            end
            else if(sigEnable)
            begin
                filterTap_I[i] <= (i ? filterTap_I[i-1] : signed'('0)) + mul_re[i];
                filterTap_Q[i] <= (i ? filterTap_Q[i-1] : signed'('0)) + mul_im[i];
            end
    end
    endgenerate
    assign filtered_I = filterTap_I[TAPS-1];
    assign filtered_Q = filterTap_Q[TAPS-1];
endmodule
module ComplexMultiplyer
#(B_CONJUGATE = 0, DATA_BUS_SIZE = 11)
(
    input logic signed[DATA_BUS_SIZE-1:0] re_A,
    input logic signed[DATA_BUS_SIZE-1:0] im_A,
    input logic signed[DATA_BUS_SIZE-1:0] re_B,
    input logic signed[DATA_BUS_SIZE-1:0] im_B,
    output logic signed[DATA_BUS_SIZE-1:0] re_R,
    output logic signed[DATA_BUS_SIZE-1:0] im_R
);
    logic signed[2*DATA_BUS_SIZE-1:0] rere_AB, imim_AB, imre_AB, reim_AB;
    logic signed[2*DATA_BUS_SIZE:0] re_tmp, im_tmp;
    assign rere_AB = re_A * re_B;
    assign imim_AB = im_A * im_B;
    assign imre_AB = im_A * re_B;
    assign reim_AB = re_A * im_B;
    generate if(B_CONJUGATE)
    begin
        assign re_tmp = rere_AB + imim_AB; 
        assign im_tmp = imre_AB - reim_AB;
    end
    else
    begin
        assign re_tmp = rere_AB - imim_AB; 
        assign im_tmp = imre_AB + reim_AB;
    end
    endgenerate
    assign re_R = DATA_BUS_SIZE'(re_tmp / 2**10);
    assign im_R = DATA_BUS_SIZE'(im_tmp / 2**10);
endmodule
==> ./run.sh <==
#!/bin/bash
# OpenROAD 26Q1-2900-gdf79404cd8, Yosys 0.63+post, stock flow scripts
make -C /OpenROAD-flow-scripts/flow DESIGN_CONFIG=/design/flow/config.mk WORK_HOME=/design/flow/orfs finish
==> ./config.mk <==
export PLATFORM = sky130hd
export DESIGN_NAME = AdaptiveNoiseCanceller
export DESIGN_NICKNAME = AdaptiveNoiseCanceller
export VERILOG_FILES = /design/flow/design.v
export SDC_FILE = /design/flow/constraint.sdc
export NUM_CORES = 4
export LEC_CHECK = 1
export CORE_UTILIZATION = 40
export SYNTH_HDL_FRONTEND = slang
==> ./constraint.sdc <==
current_design AdaptiveNoiseCanceller

set clk_period 27.9
set clk_io_pct 0.2

create_clock -name clk0 -period $clk_period [get_ports {clock}]

set non_clock_inputs [all_inputs -no_clocks]
set_input_delay [expr $clk_period * $clk_io_pct] -clock clk0 $non_clock_inputs
set_output_delay [expr $clk_period * $clk_io_pct] -clock clk0 [all_outputs]
==> impl_metrics.csv <==
group,metric,value,unit
global_routing,antenna_found_initial,14,
clocking,cts_made_buffers,42,
clocking,cts_tree,"yes",
floorplan,chipArea,0.385,mm^2
clocking,cts.sinks,288,
logic_synthesis,edf_count,0,
timing,worst_slack,13.00,ns
floorplan,fp_util,0.403,
layout,mi_logic_area,0.128,mm^2
layout,utilization,0.424,
setup_path,regToRegSetupSlack,13.28,ns
timing,tightest_slew,0.910,ns
timing,period_needed,14.90,ns
clocking,htreeDepth,2,
setup_path,path_max_fanout,40,
run,warnings,29,
placement,port_buffers,74,
placement,placed_area,0.160,mm^2
logic_synthesis,avgSynthCellArea,9.53,um^2
timing,final.setup.tns,0,ns
placement,post-place-ws,12.30,ns
clocking,cts_setup_buffers,0,
layout,n_fill_cell,36800,
setup_path,critPathLaunch,"noiseChannel_Q[6]",
timing,period_used_share,0.534,
drt,drc,0,
timing,finClkSkew,0.0983,ns
logic_synthesis,netlist-cell-type-count,88,
logic_synthesis,top_area_cell,"fa_1",
timing,setup_violations,0,
layout,final_area,0.161,mm^2
floorplan,die_h,621,um
min_path,hold_start,"adapter_inst.newCoefficient_Q[35]$_DFFE_PP0P_",
placement,hpwl,310,mm
timing,fmax,67.1,MHz
clocking,clkSlewWorstSetupHoldPaths,0.06,ns
floorplan,chipWidth,621,um
logic_synthesis,ys_seq_share,0.0471,
logic_synthesis,top_cells_by_count,"inv_1 (4053), fa_1 (3928), nand2_1 (1713)",
run_status,run_status,"finished clean",
logic_synthesis,syn_area,0.153,mm^2
global_routing,grt_max_degree,132,
setup_path,start_kind,"input pin",
logic_synthesis,synth.area.top_cells,"fa_1 (51%), ha_1 (10%), inv_1 (9.9%)",
setup_path,cp.required,28.45,ns
clocking,holdBufCountCts,0,
logic_synthesis,synth_cells,16100,
global_routing,grt_pass1_vias,113000,
setup_path,reg2reg_to,"adapter_inst.newCoefficient_I[10]$_DFFE_PP0P_",
run,drv_cap,0,
logic_synthesis,top_cell_area_share,0.514,
timing,slew_headroom,0.391,
setup_path,endpoint,"fir_inst.filtered_I[10]$_DFFE_PP0P_",
drt,detail_route.wl_per_cell,18.6,um
clocking,cts-root-buf,"clkbuf_16",
drt,final_antenna_net_count,0,
global_routing,grt_usage,0.229,
layout,ff_latch_area,0.00721,mm^2
clocking,cts.path.max_buffers,3,
logic_synthesis,async_flop_share,1.00,
logic_synthesis,ys_cells,16100,
layout,synthToLayoutAreaGrowth,5.26,%
setup_path,crit_type,"in -> reg",
setup_path,rr_startpoint,"fir_inst.filtered_I[1]$_DFFE_PP0P_",
setup_path,slowest_stage,"o311ai_0",
floorplan,io_pins,75,
global_routing,grt_remaining_overflow,0,
floorplan,core,0.380,mm^2
min_path,min_path_type,"reg -> reg",
drt,via_per_inst,4.86,
logic_synthesis,synth_flop_count,288,
timing,rsz0062_at_grt,"no",
layout,drive_gt1_frac,0.0392,
drt,wl,387,mm
logic_synthesis,ff_type,"dfrtp_1",
setup_path,critPathArrivalTime,15.45,ns
placement,gp_congestion,0.930,
clocking,cts_resized,0,
timing,hold_viol_final,0,
drt,route.vias.total,101000,
timing,report.final.slew_viol_count,0,
drt,first_iter_violations,3494,
setup_path,critPathCaptureType,"register",
setup_path,slowest_delay,0.57,ns
setup_path,path_common_cell,"fa_1",
logic_synthesis,ys_area,0.153,mm^2
clocking,clock_latency,0.69,ns
global_routing,grt_pass1_wl,636,mm
floorplan,rows,226,
logic_synthesis,synth-warning-count,0,
logic_synthesis,top_cell,"inv_1",
setup_path,rr_worst_depth,51,
drt,firstDrtPassIters,5,
## flip-flops by register name (all words and copies together) (netlist names)
| name | cells |
|---|---|
| adapter_inst.delay_I | 36 |
| adapter_inst.delay_Q | 36 |
| adapter_inst.newCoefficient_I | 36 |
| adapter_inst.newCoefficient_Q | 36 |
| fir_inst.filterTap_I | 24 |
| fir_inst.filterTap_Q | 24 |
| fir_inst.filtered_I | 12 |
| fir_inst.filtered_Q | 12 |
| result_I | 12 |
| result_Q | 12 |
| signalChannel_I_delay | 24 |
| signalChannel_Q_delay | 24 |
## layout make-up
cell class	instances	share of cell area
Antenna cell	16	0.000248
Clock buffer	55	0.00732
Clock inverter	21	0.00218
Inverter	4059	0.0946
Multi-Input combinational cell	11000	0.795
Sequential cell	288	0.0447
Tap cell	5016	0.0389
Timing Repair Buffer	335	0.0167
## layout by cell type, fill, tap and decap left out, types with 31 or more instances in the layout
| cell | n |
|---|---|
| inv_1 | 4051 |
| fa_1 | 3928 |
| nand2_1 | 1713 |
| and2_1 | 1596 |
| ha_1 | 1266 |
| xnor2_1 | 374 |
| nor2_1 | 340 |
| dfrtp_1 | 288 |
| buf_4 | 281 |
| a21oi_1 | 258 |
| mux2_2 | 180 |
| o21ai_0 | 175 |
| nand2b_1 | 141 |
| nor2b_1 | 119 |
| nor3_1 | 104 |
| xor2_1 | 104 |
| a21o_1 | 71 |
| o21a_1 | 60 |
| nand3_1 | 58 |
| clkdlybuf4s50_1 | 49 |
| and3_1 | 42 |
| clkbuf_16 | 42 |
| a31oi_1 | 31 |
## cells by family after synthesis
family,count (synthesis),share of synthesized area
adder cells (fa/ha/maj),5198,0.617
AND/OR/NAND/NOR,4265,0.140
buffers and inverters,4770,0.117
multiplexers,188,0.0138
XOR/XNOR,490,0.0283
AND-OR/OR-AND,857,0.0360
flip-flops,288,0.0471
## critical path, delay by kind of cell
family / cells / cell delay (ns)
buffers and inverters: 9 / 1.53
AND/OR/NAND/NOR: 6 / 0.96
AND-OR/OR-AND: 13 / 2.58
XOR/XNOR: 1 / 0.31
adder cells (fa/ha/maj): 10 / 4.44
## routing by layer
metal,track usage,vias to the layer above,part of all wire
met5,0,-,0.000057
met3,0.0856,524,0.092
met2,0.373,2721,0.50
met1,0.297,51800,0.38
met4,0.0588,4,0.036
li1,-,46100,-
## through the flow
| step | std cells | hold WS [ns] |
|---|---|---|
| detailed placement | 20700 | 0.469 |
| global route | 20800 | 0.491 |
| floorplan | 16100 | 0.430 |
| finish | 20800 | 0.479 |
| CTS | 20800 | 0.483 |
| global placement | 20700 | 0.463 |
## worst min path at each step
stage / to / depth (start not counted)
4_1_cts: adapter_inst.newCoefficient_Q[35]$_DFFE_PP0P_ / 1
5_1_grt: adapter_inst.newCoefficient_Q[35]$_DFFE_PP0P_ / 1
6_report: adapter_inst.newCoefficient_Q[35]$_DFFE_PP0P_ / 1
